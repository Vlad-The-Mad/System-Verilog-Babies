## flow/design.v

```verilog
module sevenseg(
	input logic [3:0] data,
	output logic [6:0] segments
	);
	always_comb
	begin
		case(data)
			0:		segments = 7'b0000001;
			1:		segments = 7'b1001111;
			2:		segments = 7'b0010010;
			3:		segments = 7'b0000110;
			4:		segments = 7'b1001100;
			5:		segments = 7'b0100100;
			6:		segments = 7'b0100000;
			7:		segments = 7'b0001111;
			8:		segments = 7'b0000000;
			9:		segments = 7'b0001100;
			default: segments = 7'b1111111;
		endcase
	end	
endmodule		
```

## flow/constraint.sdc

```tcl
current_design sevenseg

set clk_period 1.8
set clk_io_pct 0.2

create_clock -name clk0 -period $clk_period

set non_clock_inputs [all_inputs -no_clocks]
set_input_delay [expr $clk_period * $clk_io_pct] -clock clk0 $non_clock_inputs
set_output_delay [expr $clk_period * $clk_io_pct] -clock clk0 [all_outputs]
```

## flow/run.sh

```bash
#!/bin/bash
# OpenROAD 26Q1-2900-gdf79404cd8, Yosys 0.63+post, stock flow scripts
make -C /OpenROAD-flow-scripts/flow DESIGN_CONFIG=/design/flow/config.mk WORK_HOME=/design/flow/orfs finish
```

## flow/config.mk

```make
export PLATFORM = sky130hd
export DESIGN_NAME = sevenseg
export DESIGN_NICKNAME = sevenseg
export VERILOG_FILES = /design/flow/design.v
export SDC_FILE = /design/flow/constraint.sdc
export NUM_CORES = 4
export LEC_CHECK = 1
export CORE_AREA = 10 10 70 70
export DIE_AREA = 0 0 80 80
```

==> run summary <==
Implementation numbers.

- The core region is 3420 um^2.
- The routability congestion estimate is 0.776.
- The sequential-to-total area share from yosys stat is 0.
- The routed design could run at a clock period as short as 1750 ps.
- The initial antenna violation count came to 0.
- The number of hold-slack violations in the final timing report is 0.
- The element type at the critical path end is an output pin.
- The number of cells reported by Yosys stat comes to 34.
- In this run the worst hold path is classified as input pin to output pin.
- The hold buffer count at cts is 0.
- The flow ran to the end, and the final reports show no timing, DRC or antenna violations.
- The critical setup path kind is input pin to output pin.
- The total tool warning count is 37.
- Once layout is complete, the cells apart from fillers number 97.
- After synthesis, the netlist uses 14 different library cells.
- The pin count of the biggest net entering global routing is 10.
- Leaving out fill and tap cells, the most frequent cells in the layout are 8 x o21ai_2, 6 x buf_4, 5 x dlygate4sd2_1, 4 x nor2_1.
- For this design the static power due to leakage is 0.206 nW.
- The number of ports placed on the die boundary is 11.
- The area enclosed by the die boundary is 6400 um^2.
- The via count of the first global-routing pass came to around 250.
- The overflow left after global routing is 0.
- Antenna repair during routing inserted a diode count of 0.
- The number of warnings reported in the yosys synthesis log is 1.
- For this run, the top clock speed supported by timing is between 500 and 600 MHz.
- Per the final report, max-transition violations number 0.
- The DRC violation count after routing is 0.
- Registers take 0 um^2.
- From synthesis to final layout, the design area changed by 111%.
- Of the available clock period, the critical path in the final layout requires 0.974.
- After detailed placement, the design holds a cell count of between 90 and 100.
- The fraction of layout instances using a drive strength above 1 is 0.549.
- In the routed layout, each cell is associated on average with a via count of ~3.0.
- In the global route stage, overall resource usage came out at 0.0215.
- Per the detailed-route log, wirelength across all metal layers totals 731 um.
- The power per standard cell area is 206 nW/um^2.
- The required time reported for the critical path endpoint is 1440 ps.
- The post-placement worst setup slack is -533 ps.
- The first-pass GRT wire length is 1.19 mm.
- The iteration count of the initial detailed-routing pass is 3.
- The max-cap check violation count is 0.
- The maximum net fanout on the critical path is 9.
- The most used logic cell in the final layout is o21ai_2.
- Endpoints with negative setup slack in the final report add up to 0.
- The final power report lists total power as 0.000105 W.
- The synthesized chip area reported by yosys is between 200 and 250 um^2.
- The tally of nets with antenna violations remaining after routing is 0.
- Setup slack on the critical path of the routed design comes to roughly 47 ps.
- At the floorplan stage, the core utilization is reported as 0.0707.
- The die is roughly 80 um wide.
- For this run, the share of the core covered by cells in the final layout is 0.149.
- In this run the core area contains 21 standard-cell rows.
- Dividing the synthesized area by the synthesized cell count gives 7.10 um^2.
- The kind of start point of the critical path is an input pin.
- Measured along the y axis, the die boundary spans 80 um.
- The gate count after technology mapping is 34.
- The arrival time of the worst setup path is 1390 ps.
- Setup repair after global routing left no endpoint under its margin.
- Before any placement, the netlist area is recorded as 241 um^2.
- The routed layout has 291 vias.
- There are 0 flip-flops and latches.
- TritonRoute output was used to compute an average wire per cell of 7.54 um.
- The placed wire-length estimate after detailed placement is around 550 um.
- At the pin with the least slew margin, the transition time is approximately 150 ps.
- The number of clock buffers in the layout is 0.
- The count of routing violations after the opening detailed-route iteration is 5.
- The worst max-slew margin expressed relative to the limit is 0.897.
- In this run the tool buffered the top-level ports with 11 buffer cells.
- The peak ir drop on the vdd network is roughly 0.031 mV.
-- power breakdown --
group	internal (W)	leakage (nW)	switching, W
Sequential	0	0	0
Clock	0	0	0
Combinational	0.0000612	0.206	0.0000435
-- cell families (layout without fill, tap and decap cells) --
logic type / after synthesis / after routing / synth area share
compound gates: 13 / 13 / 0.347
fa+ha+maj: 5 / 5 / 0.259
buf+inv: 5 / 22 / 0.114
simple gates: 11 / 11 / 0.280
-- worst paths after layout --
check	startpoint	to	cells after the start
setup / recovery	data[3]	segments[3]	6
hold / removal	data[3]	segments[0]	4
-- cells in the mapped netlist, drive strengths merged --
library cell,n,area [um^2]
inv,3,11.3
nor2,4,15.0
ha,5,62.6
buf,2,16.3
o21ai,10,68.8
nor3b,1,12.5
nand2b,4,30.0
a21oi,3,15.0
nand2,2,10.0
-- metrics by stage --
| step | hold slack, ps | cell area [um^2] | TNS [ps] |
|---|---|---|---|
| after floorplan | 799 | 241 | 0 |
| after global placement | 1820 | 430 | -3320 |
| after detailed placement | 1810 | 430 | -3300 |
| after CTS | 1290 | 477 | -134 |
| after global routing | 1280 | 509 | 0 |
| final | 1240 | 509 | 0 |
-- area by class of cell --
| type | count | area, um^2 |
|---|---|---|
| fillers | 384 | 2910 |
| inverters | 3 | 18.8 |
| multi-input cells | 29 | 258 |
| well taps | 46 | 57.6 |
| repair buffers | 19 | 175 |
-- metal layers --
| metal | part of all wire | global-route usage | up-vias |
|---|---|---|---|
| li1 | - | - | 154 |
| met1 | 0.41 | 0.0283 | 130 |
| met2 | 0.49 | 0.0369 | 7 |
| met3 | 0.11 | 0.00455 | 0 |
| met4 | 0 | 0 | 0 |
| met5 | 0 | 0 | - |
-- timing repair --
item | CTS | global route
setup endpoints to repair | 7 | 2
resized | 30 | 14
cloned | 1 | 0
pin swaps | 2 | 1
setup buffers | 1 | 1
-- worst max-delay path, stage by stage --
cell	delay, ps
clkbuf_4	160
buf_4	170
nand2_2	80
o21ai_2	60
o21ai_2	100
clkdlybuf4s50_1	460
Power figures rest on the tool's default switching activity, not on a simulated workload.
