===== ./constraint.sdc =====
current_design adc

set clk_period 2.5
set clk_io_pct 0.2

create_clock -name clk0 -period $clk_period [get_ports {clk_2Mhz}]

set non_clock_inputs [all_inputs -no_clocks]
set_input_delay [expr $clk_period * $clk_io_pct] -clock clk0 $non_clock_inputs
set_output_delay [expr $clk_period * $clk_io_pct] -clock clk0 [all_outputs]

===== ./design.v =====
module adc( input  logic                 reset, clk_2Mhz, MISO,
            output logic unsigned [15:0] raw_data,
            output logic                 MOSI, adc_reset, SCK );
    logic done;
    logic transmit;
    logic unsigned [7:0] to_send;
    logic unsigned [15:0] raw_data;
    logic [7:0] data_byte;
        logic prev_done;
        logic unsigned [4:0] cnt;
        enum{CONFIGURE, RQST_COMM, READ_COMM, RQST_DATA, READ_DATA1, READ_DATA2} state;
    always_ff @(posedge clk_2Mhz, negedge reset) begin : adc_sm
        if (~reset) begin 
            state <= CONFIGURE;
            cnt <= 30;
            transmit <= 0;
            to_send <= 32;
            prev_done <= 0;
            adc_reset <= 0;
            end
        else begin
            adc_reset <= 1;
            case(state)
                CONFIGURE : begin
                    if (cnt==1500) adc_reset <= 1;
                    if (cnt>4) cnt <= cnt-1;
                    else if(done && (prev_done != done)) begin
                        if(cnt==4)to_send <= 12;
                        if(cnt==3)to_send <= 16;
                        if(cnt==2)to_send <= 68;
                        cnt <= cnt-1;
                        transmit <= 0;
                        end
                    else transmit <= 1; 
                    if(cnt==0) begin
                        state <= RQST_COMM;
                        transmit <= 0;
                        to_send  <= 8;
                        end
                    end
                RQST_COMM : begin
                    transmit <= 1;
                    if (done && (prev_done != done)) begin
                        state    <= READ_COMM;
                        transmit <= 0;
                        end
                    end
                READ_COMM : begin
                    transmit <= 1;
                    if (done && (prev_done != done)) begin
                        if (data_byte[7] == 1) begin 
                            state    <= RQST_DATA;
                            to_send  <= 56;  
                            end
                        else begin
                            state    <= RQST_COMM;
                            to_send  <= 8;  
                            end
                        transmit <= 0;
                        end
                    end
                RQST_DATA : begin
                    transmit <= 1; 
                    if (done && prev_done!=done) begin
                        state    <= READ_DATA1;
                        transmit <= 0;
                        end
                    end
                READ_DATA1 : begin
                    transmit <= 1; 
                    if (done && prev_done!=done) begin
                        transmit  <= 0;
                        state     <= READ_DATA2;
                        raw_data[15:8] <= data_byte;
                        end
                    end
                READ_DATA2 : begin
                    transmit <= 1; 
                    if (done && prev_done!=done) begin
                        raw_data[7:0] <= data_byte;
                        transmit <= 0;
                        state    <= RQST_COMM;
                        to_send  <= 8;
                        end
                    end
                default : state <= CONFIGURE;
                endcase
            prev_done <= done;
            end
        end
    spi_master spi (
        .clk       ( clk_2Mhz ),
        .reset     ( reset    ),
        .MISO      ( MISO     ),
        .transmit  ( transmit ),
        .to_send   ( to_send  ),
        .MOSI      ( MOSI      ),
        .SCK       ( SCK       ),
        .received  ( data_byte ), 
        .done      ( done      ) );
    endmodule
module spi_master( 
    input clk, reset, MISO, transmit,
    input [7:0] to_send,  
    output logic MOSI, SCK, 
    output logic [7:0] received,
    output logic done );
    enum {setup, communicate, finished} state;
    logic unsigned [3:0] cnt;
    logic [7:0] hold_to_send;
    always_comb 
        if (cnt % 2 == 0) SCK <= 0;
        else SCK <= 1;
    assign MOSI = hold_to_send[7];  
    always_comb 
        if (state == finished) done <= 1;
        else done <= 0;
    always_ff @ (posedge clk, negedge reset)
        if (~reset) begin
            state <= setup;
            cnt <= 15;
            received <= 0;
            end 
        else begin
            case(state)
                setup: begin
                    hold_to_send <= {to_send[0], to_send[7:1]};  
                    if (transmit) state <= communicate;
                    end
                communicate: begin
                    cnt <= cnt-1;
                    if (cnt % 2 == 1) begin  
                        if (cnt != 1) hold_to_send <= {hold_to_send[6:0], hold_to_send[7]};  
                        received <= {received[6:0], MISO};  
                        end
                    if (cnt == 0) begin 
                        state <= finished;
                        received <= {received[6:0], MISO};  
                        end
                    end
                finished: begin
                    cnt <= 15;
                    if (~transmit) state <= setup;
                    end
                default: state <= setup;
                endcase
            end 
    endmodule

===== ./run.sh =====
#!/bin/bash
# OpenROAD 26Q1-2900-gdf79404cd8, Yosys 0.63+post, stock flow scripts
make -C /OpenROAD-flow-scripts/flow DESIGN_CONFIG=/design/flow/config.mk WORK_HOME=/design/flow/orfs finish

===== ./config.mk =====
export PLATFORM = sky130hd
export DESIGN_NAME = adc
export DESIGN_NICKNAME = adc
export VERILOG_FILES = /design/flow/design.v
export SDC_FILE = /design/flow/constraint.sdc
export NUM_CORES = 4
export LEC_CHECK = 1
export CORE_UTILIZATION = 30

==> CHANGELOG.md <==
## Implementation

* Yosys top cell by instances: edfxtp_1
* Synth top cells by count: 24 x edfxtp_1, 23 x dfrtp_1, 19 x nand2_1, 11 x dfstp_2, 10 x mux2_2
* CP arrival at 2370 ps
* Total tool warning count at 29
* Total GRT Usage at 10.0%
* Hold_buf cts at 0
* Remaining antenna violation count at 0
* WP data required at 2710 ps
* Die W at 91.9 um
* H-Tree Depth at 3
* Hpwl dp at 2580 um
* Post CTS Setup Buffer Count at 0
* Yosys simple share at 11.4%
* Max cap viols at 0
* PortBufs at 21
* Worst Reg-to-Reg Cells at 6
* Reg clk slew, reported paths at 60 ps
* Die y size at 91.9 um
* Ports at 22
* Hold Fails Final Rpt at 0
* Area leader, netlist: edfxtp_1
* Pleak at 1.22 nW
* Fin worst setup slack at 336 ps
* AND-OR/OR-AND Cells, Area Fraction at 8.16%
* Largest net degree at the start of global routing at 22
* DR iter-0 viols at 50
* Overall power at 0.00184 W
* Clk sink count at 58
* Clock Skews at 6.20 ps
* Hold Path Class: reg2reg
* Core area at 7770 sq um
* XORs/XNORs by Area at 2.17%
* Total CTS buffers at 9
* Final Cycle Share at 86.6%
* Reg2Reg Setup Slack at 340 ps
* RSZ-0062 raised after global routing: no
* Layout cell share with drive strength beyond 1 at 21.6%
* Setup Crit Path Kind: reg2reg
* Row cnt at 32
* Crit Path Max Fanout at 6
* Ant diodes at 0
* Adders+Majority by Area at 3.10%
* Pwr/cell area at 622 nW/um^2
* Syn Inst Count at 177
* Post-synth ARST share at 58.6%
* Detailed-route wire length per cell at 11.9 um
* Worst-Margin Slew at 604 ps
* Slew Limit Fails at 0
* Yosys cell count at 177
* Flip-flops with a built-in enable at 24
* Area grow syn2layout at 22.2%
* CTS tree: done
* Vias in the first global route at 1311
* Hold Crit Depth at 1
* RePlAce Congestion at 0.782
* Synthesis Warnings at 2
* DR pass1 iterations at 4
* Peak VDD IR at 0.256 mV
* Final std cells w/o fill at 315
* Mapped Area at 2420 sq um
* Hold path start: transmit$_DFFE_PN0P_
* Worst slack, placed at 356 ps
* Die ar. at 8440 sq um
* Post-Place Cells at 299
* Register share after synthesis at 65.4%
* Post_cts resized at 0
* Longest Clk Path Bufs at 2
* Vias per inst at 4.42
* Main flop type: edfxtp_1
* Crit start category: flip-flop
* Top-area cell share at 29.8%
* Tmin final at 2160 ps
* Root buf cell: clkbuf_8
* RR Startpoint: cnt[0]$_DFFE_PN0P_
* Grt ovf at 0
* R2r endpoint: to_send[4]$_DFFE_PN0P_
* Top cells, area: edfxtp_1 30%, dfrtp_1 24%, dfstp_2 12%
* Max transition margin at 59.7%
* FF+latch count, synth at 58
* First-pass GRT wire length at 6490 um
* Outcome: finished, final reports clean
* Fp_density at 31.2%
* Routed via count at 1391
* Hold endpoint: spi.state[0]$_DFF_PN1_
* FMAX at 462 MHz
* Netlist cell types at 45
* Critical Path End Type: flip-flop
* Drt total wl at 3750 um
* Setup_tns at 0 ps
* Latency at later pin at 330 ps
* Initial antenna violation count at 0
* Setup violators final at 0
* Largest family of logic cells by area: simple AND/OR/NAND/NOR gates
* Syn_area_per_cell at 13.7 sq um
* Yosys chip area at 2420 sq um
* DRC at 0
* Mux area share at 7.13%
area by class of cell:
type                    count  area [sq um]
clock inverters             5          53.8
fillers                   726          4810
flip-flops and latches     58          1590
multi-input cells         106           778
repair buffers             26           248
inverters                   7          26.3
well taps                 102           128
clock buffers              11           141
critical path, cell delays in order (launching register included):
cell       delay [ps]
dfrtp_1           400
inv_1             140
ha_1              290
nor2b_1           110
o31a_1            280
a2111oi_4         490
mux2_4            340
cells in the final DEF, fill, tap and decap left out, types with 4 or more instances in the layout:
| cell type | n |
|---|---|
| clkdlybuf4s50_1 | 21 |
| nand2_1 | 19 |
| ha_1 | 6 |
| inv_1 | 7 |
| mux2_2 | 10 |
| edfxtp_1 | 24 |
| clkbuf_8 | 10 |
| nand2b_1 | 4 |
| dfrtp_1 | 23 |
| nor2b_1 | 4 |
| nor2_1 | 7 |
| xnor2_1 | 6 |
| o21ai_0 | 8 |
| dfstp_2 | 11 |
| buf_4 | 5 |
flip-flops by register name (all words and copies together) (netlist names), 3 cells and up, named ones only:
| name | flops |
|---|---|
| to_send | 5 |
| raw_data | 16 |
| spi.state | 3 |
| spi.hold_to_send | 8 |
| state | 3 |
| spi.received | 8 |
| cnt | 5 |
| spi.cnt | 4 |
where the power goes:
group / switching [W] / leakage [nW] / total [W] / internal, W
Sequential: 0.000000839 / 0.685 / 0.000990 / 0.000989
Combinational: 0.0000123 / 0.438 / 0.0000202 / 0.00000793
Clock: 0.000350 / 0.0930 / 0.000832 / 0.000482
through the flow:
step	hold slack (ps)	util, %	cell area, sq um
after floorplan	204	-	2420
after global placement	455	35.6	2770
after detailed placement	458	35.6	2770
after CTS	472	38.1	2960
after global routing	516	38.1	2960
final	468	38.1	2960
per-layer routing:
layer	global-route usage [%]	routed length [um]
met1	16.6	1920
met2	13.9	1630
met3	2.62	128
met4	1.82	63
met5	0	0
cells by family after synthesis:
| kind of cell | Yosys count |
|---|---|
| buffers and inverters | 13 |
| adder cells (fa/ha/maj) | 6 |
| AND-OR/OR-AND | 25 |
| other | 1 |
| flip-flops | 58 |
| multiplexers | 15 |
| AND/OR/NAND/NOR | 53 |
| XOR/XNOR | 6 |
worst max-delay path by stage:
stage / cells past startpoint / start / end
after global routing: 6 / cnt[0]$_DFFE_PN0P_ / to_send[3]$_DFFE_PN0P_
after CTS: 6 / cnt[0]$_DFFE_PN0P_ / to_send[4]$_DFFE_PN0P_
final: 6 / cnt[0]$_DFFE_PN0P_ / to_send[4]$_DFFE_PN0P_
Power figures rest on the tool's default switching activity, not on a simulated workload.
